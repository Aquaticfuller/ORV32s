$ cat design.v
package libalu;
	parameter logic[1:0]   ASEL_RS1          = 2'b00;
	parameter logic[1:0]   ASEL_PC           = 2'b01;
	parameter logic[1:0]   ASEL_IM0          = 2'b10; 
	parameter logic[1:0]   ASEL_MULA         = 2'b11; 
	parameter logic[1:0]   BSEL_RS2          = 2'b00;
	parameter logic[1:0]   BSEL_IMM          = 2'b01;
	parameter logic[1:0]   BSEL_IM4          = 2'b10;  
	parameter logic[1:0]   BSEL_MULB         = 2'b11;  
	parameter logic[4:0]   ALU_ADD           = 5'b10000;
	parameter logic[4:0]   ALU_SUB           = 5'b10001;
	parameter logic[4:0]   ALU_JAL           = 5'b10010;
	parameter logic[4:0]   ALU_SLL           = 5'b01000;  
	parameter logic[4:0]   ALU_SRL           = 5'b01001;  
	parameter logic[4:0]   ALU_SRA           = 5'b01010;  
	parameter logic[4:0]   ALU_XOR           = 5'b00100;
	parameter logic[4:0]   ALU_OR            = 5'b00101;
	parameter logic[4:0]   ALU_AND           = 5'b00110;
	parameter logic[4:0]   ALU_SLT           = 5'b00010;  
	parameter logic[4:0]   ALU_SLTU          = 5'b00011;  
	parameter logic[4:0]   ALU_CMP           = 5'b00000;
	parameter logic[4:0]   ALU_CMPU          = 5'b00001;  
	parameter logic[1:0]   BRAN_GT           = 2'b00;
	parameter logic[1:0]   BRAN_LT           = 2'b01;
	parameter logic[1:0]   BRAN_EQ           = 2'b10;
	parameter logic[1:0]   BRAN_ERROR        = 2'b11;
endpackage
package libcsr;
typedef enum logic [1:0] {
	CSR_OP_READ,
	CSR_OP_WRITE,
	CSR_OP_SET,
	CSR_OP_CLEAR
} csr_op_e;
typedef enum logic[1:0] {
	PRIV_LVL_M = 2'b11,  
	PRIV_LVL_H = 2'b10,  
	PRIV_LVL_S = 2'b01,  
	PRIV_LVL_U = 2'b00   
} priv_lvl_e;
typedef enum logic[11:0] {
	CSR_MHARTID   = 12'hF14,
	CSR_MSTATUS   = 12'h300, 
	CSR_MISA      = 12'h301, 
	CSR_MTVEC     = 12'h305, 
	CSR_MSCRATCH  = 12'h340, 
	CSR_MEPC      = 12'h341, 
	CSR_MCAUSE    = 12'h342, 
	CSR_MTVAL     = 12'h343, 
	CSR_MCYCLE         = 12'hB00,
	CSR_MINSTRET       = 12'hB02,	
	CSR_MCYCLEH        = 12'hB80,
	CSR_MINSTRETH      = 12'hB82,
	CSR_CYCLE          = 12'hC00
} csr_add_e;
parameter int unsigned CSR_MSTATUS_MIE_BIT      = 3;  
parameter int unsigned CSR_MSTATUS_MPIE_BIT     = 7; 
parameter int unsigned CSR_MSTATUS_MPP_LBIT     = 11;
parameter int unsigned CSR_MSTATUS_MPP_HBIT     = 12;
parameter int unsigned CSR_MSTATUS_MPRV_BIT     = 17;
endpackage
package libdefine;
	parameter logic        ENABLE            = 1'b1;
	parameter logic        DISABLE           = 1'b0;
	parameter logic        RstEnable         = 1'b0;
	parameter logic        RstDisable        = 1'b1;
	parameter logic        ChipEnable        = 1'b1;
	parameter logic        ChipDisable       = 1'b0;
	parameter logic        PC4               = 1'b0; 
	parameter logic        PCALU             = 1'b1; 
	parameter logic [1:0]  L8                = 2'b00; 
	parameter logic [1:0]  L16               = 2'b01; 
	parameter logic [1:0]  L32               = 2'b10; 
	parameter logic [2:0]  REG_PC4           = 3'b000; 
	parameter logic [2:0]  REG_LOAD          = 3'b001; 
	parameter logic [2:0]  REG_MULDIV        = 3'b010; 
	parameter logic [2:0]  REG_CSR           = 3'b011; 
	parameter logic [2:0]  REG_ALU           = 3'b100; 
    parameter logic [1:0]  NO_EXCEP          = 2'b00;
    parameter logic [1:0]  INST_EXCEP        = 2'b01;
    parameter logic [1:0]  BUBBLE_EXCEP      = 2'b10;
	endpackage
package libopcode;
parameter logic [4:0] LUI    = 5'b01101;
parameter logic [4:0] AUIPC  = 5'b00101;
parameter logic [4:0] JAL    = 5'b11011;
parameter logic [4:0] JALR   = 5'b11001;
parameter logic [4:0] BRANCH = 5'b11000;
parameter logic [4:0] LOAD   = 5'b00000;
parameter logic [4:0] STORE  = 5'b01000;
parameter logic [4:0] OP_IMM = 5'b00100;
parameter logic [4:0] OP     = 5'b01100; 
parameter logic [4:0] FENCE  = 5'b00011;
parameter logic [4:0] SYSTEM = 5'b11100;         
parameter logic [4:0] CSR    = 5'b11100;
parameter logic [4:0] AMO    = 5'b01011;
parameter logic [4:0] BUBBLE = 5'b00000;
parameter logic [2:0] BEQ    = 3'b000;
parameter logic [2:0] BNE    = 3'b001;
parameter logic [2:0] BLT    = 3'b100;
parameter logic [2:0] BGE    = 3'b101;
parameter logic [2:0] BLTU   = 3'b110;
parameter logic [2:0] BGEU   = 3'b111;
parameter logic [2:0] LB     = 3'b000;
parameter logic [2:0] LH     = 3'b001;
parameter logic [2:0] LW     = 3'b010;
parameter logic [2:0] LBU    = 3'b100;
parameter logic [2:0] LHU    = 3'b101;
parameter logic [2:0] SB     = 3'b000;
parameter logic [2:0] SH     = 3'b001;
parameter logic [2:0] SW     = 3'b010;
parameter logic [2:0] ADDI     = 3'b000;
parameter logic [2:0] SLTI     = 3'b010;
parameter logic [2:0] SLTIU    = 3'b011;
parameter logic [2:0] XORI     = 3'b100;
parameter logic [2:0] ORI      = 3'b110;
parameter logic [2:0] ANDI     = 3'b111;
parameter logic [2:0] SLLI     = 3'b001;
parameter logic [2:0] SRLI_SRAI= 3'b101; 
parameter logic [2:0] ADD_SUB= 3'b000; 
parameter logic [2:0] SLL    = 3'b001;
parameter logic [2:0] SLT    = 3'b010;
parameter logic [2:0] SLTU   = 3'b011;
parameter logic [2:0] XOR    = 3'b100;
parameter logic [2:0] SRL_SRA= 3'b101; 
parameter logic [2:0] OR     = 3'b110;
parameter logic [2:0] AND    = 3'b111;
parameter logic [2:0] ECALL = 3'b000;
parameter logic [2:0] CSRRW = 3'b001;
parameter logic [2:0] CSRRS = 3'b010;
parameter logic [2:0] CSRRC = 3'b011;
parameter logic [2:0] CSRRWI= 3'b101;
parameter logic [2:0] CSRRSI= 3'b110;
parameter logic [2:0] CSRRCI= 3'b111;
parameter logic       ADD    = 1'b0; 
parameter logic       SUB    = 1'b1;
parameter logic       SRL    = 1'b0; 
parameter logic       SRA    = 1'b1; 
parameter logic [4:0] LR     = 5'b00010;
parameter logic [4:0] SC     = 5'b00011;
parameter logic [4:0] AMOSWAP= 5'b00001;
parameter logic [4:0] AMOADD = 5'b00000;
parameter logic [4:0] AMOXOR = 5'b00100;
parameter logic [4:0] AMOAND = 5'b01100;
parameter logic [4:0] AMOOR  = 5'b01000;
parameter logic [4:0] AMOMIN = 5'b10000;
parameter logic [4:0] AMOMAX = 5'b10100;
parameter logic [4:0] AMOMINU= 5'b11000;
parameter logic [4:0] AMOMAXU= 5'b11100;
parameter logic [4:0] MULDIV32 = 5'b01100; 
parameter logic [2:0] MULL     = 3'b000;  
parameter logic [2:0] MULH     = 3'b001;  
parameter logic [2:0] MULHSU   = 3'b010;  
parameter logic [2:0] MULHU    = 3'b011;  
parameter logic [2:0] DIV      = 3'b100;  
parameter logic [2:0] DIVU     = 3'b101;  
parameter logic [2:0] REM      = 3'b110;  
parameter logic [2:0] REMU     = 3'b111;  
parameter logic [4:0] LOAD_FP  = 5'b00001;	 
parameter logic [4:0] STORE_FP = 5'b01001;
parameter logic [4:0] FMADD    = 5'b10000;
parameter logic [4:0] FMSUB    = 5'b10001;
parameter logic [4:0] FNMSUB   = 5'b10010;
parameter logic [4:0] FNMADD   = 5'b10011;
parameter logic [4:0] OP_FP    = 5'b10100;
endpackage
import libalu::*;
module branch_compare
		(
		input  logic     [31:0] rs1,
		input  logic     [31:0] rs2,
		output logic     [1:0]  rs1_rs2_eqz_u, 
		output logic     [1:0]  rs1_rs2_eqz    
		);
	logic         diff_sign;  
	logic         rs1_rs2_abs_gt;
	logic         rs1_rs2_abs_lt;
	logic         rs1_rs2_abs_eq;
	assign   diff_sign      = rs1[31]^rs2[31];
	assign   rs1_rs2_abs_gt = rs1[30:0] >  rs2[30:0];
	assign   rs1_rs2_abs_eq = rs1[30:0] == rs2[30:0];
	assign   rs1_rs2_abs_lt = ~rs1_rs2_abs_gt & ~rs1_rs2_abs_eq;
	always_comb begin : sign_comp
		if(diff_sign) begin	              
			rs1_rs2_eqz = {1'b0,rs1[31]};  
		end else begin                    
			if(rs1_rs2_abs_eq) begin            
				rs1_rs2_eqz = BRAN_EQ;
			end else if(rs1_rs2_abs_gt) begin  
				rs1_rs2_eqz = BRAN_GT;
			end else begin                      
				rs1_rs2_eqz = BRAN_LT;
			end
		end
	end
	always_comb begin : unsign_comp
		if(diff_sign) begin	              
			rs1_rs2_eqz_u = {1'b0,rs2[31]};       
		end else begin                    
			if(rs1_rs2_abs_eq) begin            
				rs1_rs2_eqz_u = BRAN_EQ;
			end else if(rs1_rs2_abs_gt) begin   
				rs1_rs2_eqz_u = BRAN_GT;
			end else begin                      
				rs1_rs2_eqz_u = BRAN_LT;
			end 
		end
	end
endmodule
$ cat run.sh
#!/bin/bash
# OpenROAD 26Q1-2900-gdf79404cd8, Yosys 0.63+post, stock flow scripts
make -C /OpenROAD-flow-scripts/flow DESIGN_CONFIG=/design/flow/config.mk WORK_HOME=/design/flow/orfs finish
$ cat config.mk
export PLATFORM = sky130hd
export DESIGN_NAME = branch_compare
export DESIGN_NICKNAME = branch_compare
export VERILOG_FILES = /design/flow/design.v
export SDC_FILE = /design/flow/constraint.sdc
export NUM_CORES = 4
export LEC_CHECK = 1
export CORE_AREA = 10 10 76 76
export DIE_AREA = 0 0 86 86
$ cat constraint.sdc
current_design branch_compare

set clk_period 3.0
set clk_io_pct 0.2

create_clock -name clk0 -period $clk_period

set non_clock_inputs [all_inputs -no_clocks]
set_input_delay [expr $clk_period * $clk_io_pct] -clock clk0 $non_clock_inputs
set_output_delay [expr $clk_period * $clk_io_pct] -clock clk0 [all_outputs]
==> qor.yml <==
die:
  die_height_um: 86
  core_area_sq_mm: 0.00412
  initial_core_util: 0.201
  fp-row-count: 23
  io_pins: 68
  fp.dieW_um: 86
  dieArea_sq_mm: 0.00740
synth:
  ys_types: 22
  ys_seq_frac: 0
  ys_warn_count: 1
  ys_cells: 113
  yosys_area_sq_um: 826
  syn_avg_cell_area_sq_um: 7.31
  netlist_instances: 113
  syn_area_sq_um: 826
power_and_ir_drop:
  worst_ir_drop_vdd_mv: 0.0482
  p_leak_nw: 1.11
  intPower_w: 0.000148
  comb_power_share: 1.000
  p_per_area_mw_per_mm2: 116
  pwr-share-clk: 0
  switching_share: 0.378
  pwr-share-seq: 0
  power_switching_w: 0.0000898
  totalPowerFinal_w: 0.000238
placed_design:
  dp.cells: 238
  hpwlAfterDp_mm: 2.58
  io_buffers: 68
  gp_congestion: 0.747
routing:
  first_pass_iters: 2
  ant_nets: 0
  dr.max_layer_used: "met3"
  wl_met3_um: 220
  detail_route.vias_per_cell: 4.33
  drt_iter0_drc: 13
  routed_wl_mm: 3.05
  drcViolationCount: 0
  wl_met2_mm: 1.36
  diodes: 0
  vias: 1056
  wl_per_cell_um: 12.5
  m1WireLength_mm: 1.48
sta:
  finalSetupViolCount: 0
  period_used_share: 0.978
  setup_tns_ps: 0
  min_period_ps: 2930
  max_freq_ghz: 0.341
  hold_viol: 0
  worst_pin_slew_ps: 437
  drv_slew: 0
  rsz0062_at_grt: "no"
  slew_headroom: 0.708
finish:
  nClkBuffers: 0
  flop-count: 0
  final_util: 0.497
  fin_cells: 244
  drive_gt1_frac: 0.361
  ff_latch_area_sq_um: 0
  area_delta_synth_final_pct: 147
job:
  drv_cap: 0
  tool_warnings: 33
global_route:
  antenna_found_initial: 0
  grt_use_total: 0.0766
  grt_pass1_wl_mm: 4.90
  grt_max_degree: 4
  overflow: 0
  grt_pass1_vias: 1068
setup_path:
  critPathKind: "in2out"
  worstPathMaxFanout: 2
  cp.required_ps: 2400
  cp-end-kind: "output port"
  worst_setup_path_start_kind: "primary input"
  cp.arrival_ps: 2330
run_status:
  status: "finished clean"
hold_path:
  hold_path.class: "in2out"
  worstHoldPathCells: 6
cts:
  hold_buffers: 0
[metal layers]
metal,up-vias,global-route usage
met3,0,0.0210
met5,-,0
met2,36,0.127
met1,458,0.102
met4,0,0
li1,562,-
[area by class of cell]
| type | instances | area, sq um |
|---|---|---|
| multi-input cells | 80 | 1040 |
| well taps | 50 | 62.6 |
| fillers | 391 | 2070 |
| inverters | 32 | 120 |
| repair buffers | 82 | 821 |
[per-stage QoR]
stage,hold WS [ps],worst slack (ps),area (sq um)
detailed placement,2200,-542,1620
floorplan,1240,624,826
global placement,2200,-560,1620
finish,1740,67.3,2040
global route,1780,2.75,2040
CTS,1900,-11.5,1840
[cells by family (layout without fill, tap and decap cells)]
logic type	Yosys count	count (layout)	share of synthesized area
buffers and inverters	33	114	0.155
adders and majority gates	31	31	0.470
AOI/OAI and AO/OA	24	24	0.198
xor gates and xnor gates	1	1	0.0106
and+or+nand+nor	24	24	0.167
[critical path, cell delays in order]
cell and delay (ps):
clkdlybuf4s50_1 450, ha_4 280, and4_4 200, and4_4 240, buf_6 90, buf_4 80
o41a_1 180, o22ai_1 100, buf_2 120
[cell usage after synthesis, types with 3 or more instances]
cell	count	share of area
nand4_1	3	0.023
a21oi_1	9	0.055
nand3_1	5	0.030
ha_1	31	0.47
o21ai_0	3	0.018
a21o_1	3	0.027
nor2_1	5	0.023
inv_1	32	0.15
and4_1	6	0.064
nand2_1	4	0.018
[path summary, 6_finish.rpt]
path,from,slack (ps),end
setup / recovery,rs1[20],70,rs1_rs2_eqz[0]
hold / removal,rs1[30],1740,rs1_rs2_eqz_u[0]
[power by group through the flow]
stage                 sequential [W]  clock [W]  combinational (W)
after global routing               0          0           0.000270
final                              0          0           0.000238
after CTS                          0          0           0.000215
[layout by cell type (no fill, tap or decap), types with 2 or more instances in the layout]
cell / n
dlymetal6s2s_1: 25
inv_1: 15
clkdlybuf4s50_1: 24
ha_1: 12
buf_2: 2
ha_4: 19
nand3_1: 4
and4_4: 4
dlygate4sd2_1: 17
a21oi_1: 3
a21o_1: 3
and4_1: 2
buf_4: 13
a21oi_2: 6
nand4_1: 3
nor2_1: 3
nand2_1: 4
o21ai_1: 3
inv_2: 17
[timing repair]
| item | CTS | global route |
|---|---|---|
| buffers inserted | 5 | 2 |
| endpoints found under the setup margin | 4 | 2 |
| resized | 58 | 52 |
| pin swaps | 22 | 16 |
| hold endpoints to repair | 0 | 0 |
No activity file was given, so power comes from the tool's default toggle rates.
