==> flow/run.sh <==
#!/bin/bash
# OpenROAD 26Q1-2900-gdf79404cd8, Yosys 0.63+post, stock flow scripts
make -C /OpenROAD-flow-scripts/flow DESIGN_CONFIG=/design/flow/config.mk WORK_HOME=/design/flow/orfs finish
==> flow/config.mk <==
export PLATFORM = sky130hd
export DESIGN_NAME = im_access
export DESIGN_NICKNAME = im_access
export VERILOG_FILES = /design/flow/design.v
export SDC_FILE = /design/flow/constraint.sdc
export NUM_CORES = 4
export LEC_CHECK = 1
export CORE_UTILIZATION = 30
==> flow/constraint.sdc <==
current_design im_access

set clk_period 10.8
set clk_io_pct 0.2

create_clock -name clk0 -period $clk_period [get_ports {clk}]

set non_clock_inputs [all_inputs -no_clocks]
set_input_delay [expr $clk_period * $clk_io_pct] -clock clk0 $non_clock_inputs
set_output_delay [expr $clk_period * $clk_io_pct] -clock clk0 [all_outputs]
==> flow/design.v <==
package libalu;
	parameter logic[1:0]   ASEL_RS1          = 2'b00;
	parameter logic[1:0]   ASEL_PC           = 2'b01;
	parameter logic[1:0]   ASEL_IM0          = 2'b10; 
	parameter logic[1:0]   ASEL_MULA         = 2'b11; 
	parameter logic[1:0]   BSEL_RS2          = 2'b00;
	parameter logic[1:0]   BSEL_IMM          = 2'b01;
	parameter logic[1:0]   BSEL_IM4          = 2'b10;  
	parameter logic[1:0]   BSEL_MULB         = 2'b11;  
	parameter logic[4:0]   ALU_ADD           = 5'b10000;
	parameter logic[4:0]   ALU_SUB           = 5'b10001;
	parameter logic[4:0]   ALU_JAL           = 5'b10010;
	parameter logic[4:0]   ALU_SLL           = 5'b01000;  
	parameter logic[4:0]   ALU_SRL           = 5'b01001;  
	parameter logic[4:0]   ALU_SRA           = 5'b01010;  
	parameter logic[4:0]   ALU_XOR           = 5'b00100;
	parameter logic[4:0]   ALU_OR            = 5'b00101;
	parameter logic[4:0]   ALU_AND           = 5'b00110;
	parameter logic[4:0]   ALU_SLT           = 5'b00010;  
	parameter logic[4:0]   ALU_SLTU          = 5'b00011;  
	parameter logic[4:0]   ALU_CMP           = 5'b00000;
	parameter logic[4:0]   ALU_CMPU          = 5'b00001;  
	parameter logic[1:0]   BRAN_GT           = 2'b00;
	parameter logic[1:0]   BRAN_LT           = 2'b01;
	parameter logic[1:0]   BRAN_EQ           = 2'b10;
	parameter logic[1:0]   BRAN_ERROR        = 2'b11;
endpackage
package libcsr;
typedef enum logic [1:0] {
	CSR_OP_READ,
	CSR_OP_WRITE,
	CSR_OP_SET,
	CSR_OP_CLEAR
} csr_op_e;
typedef enum logic[1:0] {
	PRIV_LVL_M = 2'b11,  
	PRIV_LVL_H = 2'b10,  
	PRIV_LVL_S = 2'b01,  
	PRIV_LVL_U = 2'b00   
} priv_lvl_e;
typedef enum logic[11:0] {
	CSR_MHARTID   = 12'hF14,
	CSR_MSTATUS   = 12'h300, 
	CSR_MISA      = 12'h301, 
	CSR_MTVEC     = 12'h305, 
	CSR_MSCRATCH  = 12'h340, 
	CSR_MEPC      = 12'h341, 
	CSR_MCAUSE    = 12'h342, 
	CSR_MTVAL     = 12'h343, 
	CSR_MCYCLE         = 12'hB00,
	CSR_MINSTRET       = 12'hB02,	
	CSR_MCYCLEH        = 12'hB80,
	CSR_MINSTRETH      = 12'hB82,
	CSR_CYCLE          = 12'hC00
} csr_add_e;
parameter int unsigned CSR_MSTATUS_MIE_BIT      = 3;  
parameter int unsigned CSR_MSTATUS_MPIE_BIT     = 7; 
parameter int unsigned CSR_MSTATUS_MPP_LBIT     = 11;
parameter int unsigned CSR_MSTATUS_MPP_HBIT     = 12;
parameter int unsigned CSR_MSTATUS_MPRV_BIT     = 17;
endpackage
package libdefine;
	parameter logic        ENABLE            = 1'b1;
	parameter logic        DISABLE           = 1'b0;
	parameter logic        RstEnable         = 1'b0;
	parameter logic        RstDisable        = 1'b1;
	parameter logic        ChipEnable        = 1'b1;
	parameter logic        ChipDisable       = 1'b0;
	parameter logic        PC4               = 1'b0; 
	parameter logic        PCALU             = 1'b1; 
	parameter logic [1:0]  L8                = 2'b00; 
	parameter logic [1:0]  L16               = 2'b01; 
	parameter logic [1:0]  L32               = 2'b10; 
	parameter logic [2:0]  REG_PC4           = 3'b000; 
	parameter logic [2:0]  REG_LOAD          = 3'b001; 
	parameter logic [2:0]  REG_MULDIV        = 3'b010; 
	parameter logic [2:0]  REG_CSR           = 3'b011; 
	parameter logic [2:0]  REG_ALU           = 3'b100; 
    parameter logic [1:0]  NO_EXCEP          = 2'b00;
    parameter logic [1:0]  INST_EXCEP        = 2'b01;
    parameter logic [1:0]  BUBBLE_EXCEP      = 2'b10;
	endpackage
package libopcode;
parameter logic [4:0] LUI    = 5'b01101;
parameter logic [4:0] AUIPC  = 5'b00101;
parameter logic [4:0] JAL    = 5'b11011;
parameter logic [4:0] JALR   = 5'b11001;
parameter logic [4:0] BRANCH = 5'b11000;
parameter logic [4:0] LOAD   = 5'b00000;
parameter logic [4:0] STORE  = 5'b01000;
parameter logic [4:0] OP_IMM = 5'b00100;
parameter logic [4:0] OP     = 5'b01100; 
parameter logic [4:0] FENCE  = 5'b00011;
parameter logic [4:0] SYSTEM = 5'b11100;         
parameter logic [4:0] CSR    = 5'b11100;
parameter logic [4:0] AMO    = 5'b01011;
parameter logic [4:0] BUBBLE = 5'b00000;
parameter logic [2:0] BEQ    = 3'b000;
parameter logic [2:0] BNE    = 3'b001;
parameter logic [2:0] BLT    = 3'b100;
parameter logic [2:0] BGE    = 3'b101;
parameter logic [2:0] BLTU   = 3'b110;
parameter logic [2:0] BGEU   = 3'b111;
parameter logic [2:0] LB     = 3'b000;
parameter logic [2:0] LH     = 3'b001;
parameter logic [2:0] LW     = 3'b010;
parameter logic [2:0] LBU    = 3'b100;
parameter logic [2:0] LHU    = 3'b101;
parameter logic [2:0] SB     = 3'b000;
parameter logic [2:0] SH     = 3'b001;
parameter logic [2:0] SW     = 3'b010;
parameter logic [2:0] ADDI     = 3'b000;
parameter logic [2:0] SLTI     = 3'b010;
parameter logic [2:0] SLTIU    = 3'b011;
parameter logic [2:0] XORI     = 3'b100;
parameter logic [2:0] ORI      = 3'b110;
parameter logic [2:0] ANDI     = 3'b111;
parameter logic [2:0] SLLI     = 3'b001;
parameter logic [2:0] SRLI_SRAI= 3'b101; 
parameter logic [2:0] ADD_SUB= 3'b000; 
parameter logic [2:0] SLL    = 3'b001;
parameter logic [2:0] SLT    = 3'b010;
parameter logic [2:0] SLTU   = 3'b011;
parameter logic [2:0] XOR    = 3'b100;
parameter logic [2:0] SRL_SRA= 3'b101; 
parameter logic [2:0] OR     = 3'b110;
parameter logic [2:0] AND    = 3'b111;
parameter logic [2:0] ECALL = 3'b000;
parameter logic [2:0] CSRRW = 3'b001;
parameter logic [2:0] CSRRS = 3'b010;
parameter logic [2:0] CSRRC = 3'b011;
parameter logic [2:0] CSRRWI= 3'b101;
parameter logic [2:0] CSRRSI= 3'b110;
parameter logic [2:0] CSRRCI= 3'b111;
parameter logic       ADD    = 1'b0; 
parameter logic       SUB    = 1'b1;
parameter logic       SRL    = 1'b0; 
parameter logic       SRA    = 1'b1; 
parameter logic [4:0] LR     = 5'b00010;
parameter logic [4:0] SC     = 5'b00011;
parameter logic [4:0] AMOSWAP= 5'b00001;
parameter logic [4:0] AMOADD = 5'b00000;
parameter logic [4:0] AMOXOR = 5'b00100;
parameter logic [4:0] AMOAND = 5'b01100;
parameter logic [4:0] AMOOR  = 5'b01000;
parameter logic [4:0] AMOMIN = 5'b10000;
parameter logic [4:0] AMOMAX = 5'b10100;
parameter logic [4:0] AMOMINU= 5'b11000;
parameter logic [4:0] AMOMAXU= 5'b11100;
parameter logic [4:0] MULDIV32 = 5'b01100; 
parameter logic [2:0] MULL     = 3'b000;  
parameter logic [2:0] MULH     = 3'b001;  
parameter logic [2:0] MULHSU   = 3'b010;  
parameter logic [2:0] MULHU    = 3'b011;  
parameter logic [2:0] DIV      = 3'b100;  
parameter logic [2:0] DIVU     = 3'b101;  
parameter logic [2:0] REM      = 3'b110;  
parameter logic [2:0] REMU     = 3'b111;  
parameter logic [4:0] LOAD_FP  = 5'b00001;	 
parameter logic [4:0] STORE_FP = 5'b01001;
parameter logic [4:0] FMADD    = 5'b10000;
parameter logic [4:0] FMSUB    = 5'b10001;
parameter logic [4:0] FNMSUB   = 5'b10010;
parameter logic [4:0] FNMADD   = 5'b10011;
parameter logic [4:0] OP_FP    = 5'b10100;
endpackage
import libdefine::*;
module im_access #(parameter DEPTH=16, parameter LINEWIDTH=64)  
		(
		input logic                    clk, 
		input logic                    rst,
		input logic [31:0]             rst_addr_i,
		input logic                    stall,
		input logic                    flush,
		input logic                    ld_line,     
        input logic [31:0]             inst_addr_flush_i,
		input logic                    inst_valid_i,
		inout logic                    is_rvc_i,
		output logic                   inst_req_o,	 
		output logic [31:0]            inst_addr_o,	 
        output logic [31:0]            pc_prev_o
		);
	logic [31:0]  pc;
    logic [31:0]  pc_prev_stage2;
    assign pc_prev_o = pc_prev_stage2;
	assign inst_addr_o = pc;
	logic  inst_re;
	assign inst_re = (rst == RstDisable) & ~stall & ~flush;
	always_ff @(posedge clk) begin
		if (rst == RstEnable) begin
			inst_req_o <= ChipDisable;
		end else begin
			inst_req_o <= ChipEnable;
		end
	end
	logic  pc_refresh_en;
	assign pc_refresh_en           = (inst_valid_i | flush) & ~stall;
	always_ff @(posedge clk) begin
		if(rst == RstEnable) begin
			pc              <=  rst_addr_i;
            pc_prev_stage2  <= pc;
        end
		else if (pc_refresh_en) begin   
			pc              <=  pc_next;
            pc_prev_stage2  <=  pc;
        end
	end
	logic [31:0]           pc_next;
	logic [31:0]           pc_adder;
	logic [31:0]           pc_addout;
	assign pc_adder  = is_rvc_i ? 32'h2 : 32'h4;
    assign pc_addout = pc + pc_adder;
    assign pc_next = flush ? inst_addr_flush_i : pc_addout;
endmodule
==> results.txt <==
Physical implementation.

- The root buffer cell is sky130_fd_sc_hd__clkbuf_8.
- The core utilization at floorplan is between 30 and 40%.
- The post-cts sizing count is 0.
- The synth_stat.txt file lists the number of cells as 282.
- The clock net in this run drives a total of 65 sinks.
- The post-synthesis cell area is about 3200 um^2.
- The count of unique library cells instantiated by Yosys is 37.
- The dominant synthesized flop cell is sky130_fd_sc_hd__edfxtp_1.
- The buffer_ports step reported a buffer count of 133.
- The total clock buffers created by CTS is 9.
- The die boundary width is 106 um.
- Note, the detailed placer reported a final HPWL of 5980 um.
- Per the post-synthesis stats, the area per cell is 11.5 um^2.
- The number of top-level pins is 136.
- The flow did not finish.
- The sequential cell area fraction in the yosys report is 59.9%.
- The count of warnings emitted by yosys is 1.
- The synthesis stat section lists a flop and latch total of 65.
- The cell accounting for the most synthesized area is sky130_fd_sc_hd__edfxtp_1.
- The overall die height is 106 um.
- The stage where the flow stopped is global routing (5_1_grt).
- The H-tree was split into 3 levels.
- The count of endpoints without a timing constraint is 1.
- After its last routability iteration, the placer logged a weighted congestion of between 0.7 and 0.8.
- Entering global routing, the biggest net connects 50 pins.
- Counting along the longest clock path gives a buffer depth of 2.
- The row count is 37.
- The fraction of synthesis flops using an asynchronous set or reset pin is 0%.
- The count of hold buffers inserted by post-cts repair is 0.
- Per the repair_timing log after CTS, setup buffers inserted total 0.
- The area recorded from the Yosys report for this design is roughly 3200 um^2.
- The tool reported: "[ERROR RSZ-0074] Failed to build tree from global routes for pin 'is_rvc_i' and net 'is_rvc_i' at grid (37950, 3450): found route to 4 pins, expected 3".
- The main area contributors are sky130_fd_sc_hd__edfxtp_1 (59%), sky130_fd_sc_hd__xnor2_1 (4.1%), sky130_fd_sc_hd__a21oi_1 (3.9%), sky130_fd_sc_hd__nor2b_1 (3.7%), sky130_fd_sc_hd__o21ai_1 (3.4%).
- The number of enable flip-flop cells is about 64.
- Per the post-synthesis report, the number of cells in the design is 282.
- The fraction of post-synthesis cell area in the top cell type by area is approximately three fifths.
==> logic make-up after synthesis <==
family	Yosys count	synth area share, %
xor gates and xnor gates	25	6.75
and+or+nand+nor	88	16.3
muxes	2	0.656
AOI/OAI and AO/OA	70	11.6
DFF	65	59.9
adders and majority gates	3	1.39
buffers and inverters	29	3.40
==> cell usage after synthesis (9+ instances only) <==
cell type / n
sky130_fd_sc_hd__nand3_1: 12
sky130_fd_sc_hd__edfxtp_1: 64
sky130_fd_sc_hd__nand2_1: 11
sky130_fd_sc_hd__nor2b_1: 19
sky130_fd_sc_hd__inv_1: 16
sky130_fd_sc_hd__o21ai_1: 22
sky130_fd_sc_hd__o21ai_0: 10
sky130_fd_sc_hd__clkbuf_1: 9
sky130_fd_sc_hd__xnor2_1: 15
sky130_fd_sc_hd__nor2_1: 13
sky130_fd_sc_hd__a21oi_1: 25
sky130_fd_sc_hd__xor2_1: 10
==> metrics by stage <==
stage	area, um^2	cells	hold WS, ns	setup WS, ns
4_1_cts	4960	558	0.479	6.55
3_3_place_gp	4730	542	0.458	6.18
3_5_place_dp	4730	542	0.457	6.17
2_1_floorplan	3240	282	0.400	4.67
