==> /design/flow/config.mk <==
export PLATFORM = sky130hd
export DESIGN_NAME = alu
export DESIGN_NICKNAME = alu
export VERILOG_FILES = /design/flow/design.v
export SDC_FILE = /design/flow/constraint.sdc
export NUM_CORES = 4
export LEC_CHECK = 1
export CORE_UTILIZATION = 30
==> /design/flow/constraint.sdc <==
current_design alu

set clk_period 22.0
set clk_io_pct 0.2

create_clock -name clk0 -period $clk_period

set non_clock_inputs [all_inputs -no_clocks]
set_input_delay [expr $clk_period * $clk_io_pct] -clock clk0 $non_clock_inputs
set_output_delay [expr $clk_period * $clk_io_pct] -clock clk0 [all_outputs]
==> /design/flow/design.v <==
package libalu;
	parameter logic[1:0]   ASEL_RS1          = 2'b00;
	parameter logic[1:0]   ASEL_PC           = 2'b01;
	parameter logic[1:0]   ASEL_IM0          = 2'b10; 
	parameter logic[1:0]   ASEL_MULA         = 2'b11; 
	parameter logic[1:0]   BSEL_RS2          = 2'b00;
	parameter logic[1:0]   BSEL_IMM          = 2'b01;
	parameter logic[1:0]   BSEL_IM4          = 2'b10;  
	parameter logic[1:0]   BSEL_MULB         = 2'b11;  
	parameter logic[4:0]   ALU_ADD           = 5'b10000;
	parameter logic[4:0]   ALU_SUB           = 5'b10001;
	parameter logic[4:0]   ALU_JAL           = 5'b10010;
	parameter logic[4:0]   ALU_SLL           = 5'b01000;  
	parameter logic[4:0]   ALU_SRL           = 5'b01001;  
	parameter logic[4:0]   ALU_SRA           = 5'b01010;  
	parameter logic[4:0]   ALU_XOR           = 5'b00100;
	parameter logic[4:0]   ALU_OR            = 5'b00101;
	parameter logic[4:0]   ALU_AND           = 5'b00110;
	parameter logic[4:0]   ALU_SLT           = 5'b00010;  
	parameter logic[4:0]   ALU_SLTU          = 5'b00011;  
	parameter logic[4:0]   ALU_CMP           = 5'b00000;
	parameter logic[4:0]   ALU_CMPU          = 5'b00001;  
	parameter logic[1:0]   BRAN_GT           = 2'b00;
	parameter logic[1:0]   BRAN_LT           = 2'b01;
	parameter logic[1:0]   BRAN_EQ           = 2'b10;
	parameter logic[1:0]   BRAN_ERROR        = 2'b11;
endpackage
package libcsr;
typedef enum logic [1:0] {
	CSR_OP_READ,
	CSR_OP_WRITE,
	CSR_OP_SET,
	CSR_OP_CLEAR
} csr_op_e;
typedef enum logic[1:0] {
	PRIV_LVL_M = 2'b11,  
	PRIV_LVL_H = 2'b10,  
	PRIV_LVL_S = 2'b01,  
	PRIV_LVL_U = 2'b00   
} priv_lvl_e;
typedef enum logic[11:0] {
	CSR_MHARTID   = 12'hF14,
	CSR_MSTATUS   = 12'h300, 
	CSR_MISA      = 12'h301, 
	CSR_MTVEC     = 12'h305, 
	CSR_MSCRATCH  = 12'h340, 
	CSR_MEPC      = 12'h341, 
	CSR_MCAUSE    = 12'h342, 
	CSR_MTVAL     = 12'h343, 
	CSR_MCYCLE         = 12'hB00,
	CSR_MINSTRET       = 12'hB02,	
	CSR_MCYCLEH        = 12'hB80,
	CSR_MINSTRETH      = 12'hB82,
	CSR_CYCLE          = 12'hC00
} csr_add_e;
parameter int unsigned CSR_MSTATUS_MIE_BIT      = 3;  
parameter int unsigned CSR_MSTATUS_MPIE_BIT     = 7; 
parameter int unsigned CSR_MSTATUS_MPP_LBIT     = 11;
parameter int unsigned CSR_MSTATUS_MPP_HBIT     = 12;
parameter int unsigned CSR_MSTATUS_MPRV_BIT     = 17;
endpackage
package libdefine;
	parameter logic        ENABLE            = 1'b1;
	parameter logic        DISABLE           = 1'b0;
	parameter logic        RstEnable         = 1'b0;
	parameter logic        RstDisable        = 1'b1;
	parameter logic        ChipEnable        = 1'b1;
	parameter logic        ChipDisable       = 1'b0;
	parameter logic        PC4               = 1'b0; 
	parameter logic        PCALU             = 1'b1; 
	parameter logic [1:0]  L8                = 2'b00; 
	parameter logic [1:0]  L16               = 2'b01; 
	parameter logic [1:0]  L32               = 2'b10; 
	parameter logic [2:0]  REG_PC4           = 3'b000; 
	parameter logic [2:0]  REG_LOAD          = 3'b001; 
	parameter logic [2:0]  REG_MULDIV        = 3'b010; 
	parameter logic [2:0]  REG_CSR           = 3'b011; 
	parameter logic [2:0]  REG_ALU           = 3'b100; 
    parameter logic [1:0]  NO_EXCEP          = 2'b00;
    parameter logic [1:0]  INST_EXCEP        = 2'b01;
    parameter logic [1:0]  BUBBLE_EXCEP      = 2'b10;
	endpackage
package libopcode;
parameter logic [4:0] LUI    = 5'b01101;
parameter logic [4:0] AUIPC  = 5'b00101;
parameter logic [4:0] JAL    = 5'b11011;
parameter logic [4:0] JALR   = 5'b11001;
parameter logic [4:0] BRANCH = 5'b11000;
parameter logic [4:0] LOAD   = 5'b00000;
parameter logic [4:0] STORE  = 5'b01000;
parameter logic [4:0] OP_IMM = 5'b00100;
parameter logic [4:0] OP     = 5'b01100; 
parameter logic [4:0] FENCE  = 5'b00011;
parameter logic [4:0] SYSTEM = 5'b11100;         
parameter logic [4:0] CSR    = 5'b11100;
parameter logic [4:0] AMO    = 5'b01011;
parameter logic [4:0] BUBBLE = 5'b00000;
parameter logic [2:0] BEQ    = 3'b000;
parameter logic [2:0] BNE    = 3'b001;
parameter logic [2:0] BLT    = 3'b100;
parameter logic [2:0] BGE    = 3'b101;
parameter logic [2:0] BLTU   = 3'b110;
parameter logic [2:0] BGEU   = 3'b111;
parameter logic [2:0] LB     = 3'b000;
parameter logic [2:0] LH     = 3'b001;
parameter logic [2:0] LW     = 3'b010;
parameter logic [2:0] LBU    = 3'b100;
parameter logic [2:0] LHU    = 3'b101;
parameter logic [2:0] SB     = 3'b000;
parameter logic [2:0] SH     = 3'b001;
parameter logic [2:0] SW     = 3'b010;
parameter logic [2:0] ADDI     = 3'b000;
parameter logic [2:0] SLTI     = 3'b010;
parameter logic [2:0] SLTIU    = 3'b011;
parameter logic [2:0] XORI     = 3'b100;
parameter logic [2:0] ORI      = 3'b110;
parameter logic [2:0] ANDI     = 3'b111;
parameter logic [2:0] SLLI     = 3'b001;
parameter logic [2:0] SRLI_SRAI= 3'b101; 
parameter logic [2:0] ADD_SUB= 3'b000; 
parameter logic [2:0] SLL    = 3'b001;
parameter logic [2:0] SLT    = 3'b010;
parameter logic [2:0] SLTU   = 3'b011;
parameter logic [2:0] XOR    = 3'b100;
parameter logic [2:0] SRL_SRA= 3'b101; 
parameter logic [2:0] OR     = 3'b110;
parameter logic [2:0] AND    = 3'b111;
parameter logic [2:0] ECALL = 3'b000;
parameter logic [2:0] CSRRW = 3'b001;
parameter logic [2:0] CSRRS = 3'b010;
parameter logic [2:0] CSRRC = 3'b011;
parameter logic [2:0] CSRRWI= 3'b101;
parameter logic [2:0] CSRRSI= 3'b110;
parameter logic [2:0] CSRRCI= 3'b111;
parameter logic       ADD    = 1'b0; 
parameter logic       SUB    = 1'b1;
parameter logic       SRL    = 1'b0; 
parameter logic       SRA    = 1'b1; 
parameter logic [4:0] LR     = 5'b00010;
parameter logic [4:0] SC     = 5'b00011;
parameter logic [4:0] AMOSWAP= 5'b00001;
parameter logic [4:0] AMOADD = 5'b00000;
parameter logic [4:0] AMOXOR = 5'b00100;
parameter logic [4:0] AMOAND = 5'b01100;
parameter logic [4:0] AMOOR  = 5'b01000;
parameter logic [4:0] AMOMIN = 5'b10000;
parameter logic [4:0] AMOMAX = 5'b10100;
parameter logic [4:0] AMOMINU= 5'b11000;
parameter logic [4:0] AMOMAXU= 5'b11100;
parameter logic [4:0] MULDIV32 = 5'b01100; 
parameter logic [2:0] MULL     = 3'b000;  
parameter logic [2:0] MULH     = 3'b001;  
parameter logic [2:0] MULHSU   = 3'b010;  
parameter logic [2:0] MULHU    = 3'b011;  
parameter logic [2:0] DIV      = 3'b100;  
parameter logic [2:0] DIVU     = 3'b101;  
parameter logic [2:0] REM      = 3'b110;  
parameter logic [2:0] REMU     = 3'b111;  
parameter logic [4:0] LOAD_FP  = 5'b00001;	 
parameter logic [4:0] STORE_FP = 5'b01001;
parameter logic [4:0] FMADD    = 5'b10000;
parameter logic [4:0] FMSUB    = 5'b10001;
parameter logic [4:0] FNMSUB   = 5'b10010;
parameter logic [4:0] FNMADD   = 5'b10011;
parameter logic [4:0] OP_FP    = 5'b10100;
endpackage
import libdefine::*;
import libalu::*;
module alu (
		input  logic              rst,	
		input  logic              is_rvc_i,
		input  logic [31:0]       r1_i,  
		input  logic [31:0]       r2_i,
		input  logic [31:0]       pc_i,
		input  logic [31:0]       imm_i,
		input  logic [31:0]       multdiv_operand_a_i,
		input  logic [31:0]       multdiv_operand_b_i,
		input  logic [1:0]        ASel_i,
		input  logic [1:0]        BSel_i,
		input  logic [4:0]        aluSel_i,     
		output logic [33:0]       adder_result_ext_o,  
		output logic [31:0]       result_o,    
		output logic [1:0]        rs1_rs2_eqz_o
		);
	logic  [31:0]         operand_a_i;
	logic  [31:0]         operand_b_i;
	always_comb begin : alu_mux_a
		case (ASel_i)
			ASEL_RS1:  operand_a_i = r1_i;  
			ASEL_PC :  operand_a_i = pc_i;   
			ASEL_IM0:  operand_a_i = 32'b0;  
			ASEL_MULA: operand_a_i = multdiv_operand_a_i;
		default:;
		endcase
	end
	always_comb begin : alu_mux_b
		case (BSel_i)
			BSEL_RS2:  operand_b_i = r2_i;  
			BSEL_IMM:  operand_b_i = imm_i;  
			BSEL_IM4:  operand_b_i = is_rvc_i ? 32'h2 : 32'h4;  
			BSEL_MULB: operand_b_i = multdiv_operand_b_i;
			default:;
		endcase
	end
	logic  [32:0]	operand_b_neg;
	logic  [31:0]         adder_result_o;
	logic                 adder_op_b_negate;
	logic  [32:0]         adder_in_a;
	logic  [32:0]         adder_in_b;
	logic  [31:0]         adder_result;
	always_comb begin: subtract
		adder_op_b_negate = 1'b0;
		unique case (aluSel_i)
			ALU_SUB,  
			ALU_CMP, ALU_CMPU,
			ALU_SLT, ALU_SLTU
				: adder_op_b_negate = 1'b1;
			default:;
		endcase
	end
	assign adder_in_a   =  {operand_a_i,1'b1};
	assign operand_b_neg       = {operand_b_i,1'b0} ^ {33{adder_op_b_negate}};
	assign adder_in_b          = operand_b_neg ;
	assign adder_result_ext_o = $unsigned(adder_in_a) + $unsigned(adder_in_b);
	assign adder_result       = adder_result_ext_o[32:1];
	assign adder_result_o     = adder_result;
	logic [31:0] shift_result_high;
	logic [31:0] shift_result_low;
	logic [31:0] shift_result;
	logic          shift_left;
	logic          shift_arithmetic;
	assign  shift_left       = ( aluSel_i == ALU_SLL );
	assign  shift_arithmetic = ( aluSel_i == ALU_SRA );
	logic [4:0]    shift_amt;     
	logic [4:0]    shift_amt_right;
	logic [4:0]    shift_amt_left;
	logic          shift_amt_zero;
	logic [31:0]   shift_op_a;    
	assign  shift_amt_right  = operand_b_i[4:0];
	assign  shift_amt_left   = ~shift_amt_right + 1; 
	assign  shift_amt        = shift_left ? shift_amt_left : shift_amt_right;
	assign  shift_amt_zero   = ( shift_amt_left == '0);
	assign  shift_op_a       = operand_a_i;
	logic        [64:0] shift_op_a_64;  
	logic signed [64:0] shift_right_result_signed;
	logic        [64:0] shift_right_result_ext;
	assign shift_op_a_64             = { shift_arithmetic & shift_op_a[31] , shift_op_a , 32'b0 };
	assign shift_right_result_signed = $signed(shift_op_a_64) >>> shift_amt;
	assign shift_right_result_ext    = $unsigned(shift_right_result_signed);
	assign shift_result_high         = shift_right_result_ext[63:32];
	assign shift_result_low          = shift_right_result_ext[31:0];
	assign shift_result = shift_left & ~shift_amt_zero ? shift_result_low : shift_result_high;
	logic  [1:0]  rs1_rs2_eqz;
	logic         diff_sign;  
	logic  [31:0] minus_result;
	logic         sign;
	logic         equal;
	assign   diff_sign    = operand_a_i[31]^operand_b_i[31];
	assign   minus_result = adder_result;
	assign   sign         = (aluSel_i == ALU_CMP | aluSel_i == ALU_SLT) ? ENABLE : DISABLE;
	assign   equal        = (minus_result == 32'b0);
	always_comb begin : sign_comp
		if(diff_sign) begin	              
			rs1_rs2_eqz = sign ? {1'b0,operand_a_i[31]} : {1'b0,operand_b_i[31]} ;   
		end else begin                    
			rs1_rs2_eqz = {1'b0, minus_result[31]};
		end
		if(equal) rs1_rs2_eqz = BRAN_EQ;
	end
	assign rs1_rs2_eqz_o = rs1_rs2_eqz;
	always_comb begin : alu_out_select
		unique casex (aluSel_i)
			5'b1???? : result_o    = adder_result_o;
			5'b01??? : result_o    = shift_result;
			ALU_XOR: result_o = operand_a_i ^ operand_b_i;
			ALU_OR : result_o = operand_a_i | operand_b_i;
			ALU_AND: result_o = operand_a_i & operand_b_i;
			5'b0001?: result_o    = {31'b0, rs1_rs2_eqz[0]};  
		endcase
	end	
endmodule
==> /design/flow/run.sh <==
#!/bin/bash
# OpenROAD 26Q1-2900-gdf79404cd8, Yosys 0.63+post, stock flow scripts
make -C /OpenROAD-flow-scripts/flow DESIGN_CONFIG=/design/flow/config.mk WORK_HOME=/design/flow/orfs finish
==> results.txt <==
Physical design

The flow ran to the end, and the final reports show no timing, DRC or antenna violations. The required time at the worst-slack endpoint stands at about 18 ns. The first global-routing pass estimated 57160 um of wire.

STA reports the tightest min-delay check as being of type in2out. The remaining antenna violation count after routing stands at 0. The total number of yosys warnings stands at 1. The area added between synthesis and finish stands at 36.31%. For this design, the CTS-stage hold fixing added 0 buffers. According to the floorplan log, the row count is around 60. The synthesis area per yosys stands at a little over 8000 um^2.

The detailed router reported a total wirelength of between 30000 and 40000 um. The count of cells in the finished layout, fillers not included, comes to between 1.5k and 2k. Once iteration 0 of detailed routing completed, the report listed approximately 690 DRC markers. Signal nets in the final route climb as high as met4. The number of warnings reported in the stage logs is ~66.

The critical-path maximum fanout stands at 33. Summed over all failing endpoints, the final setup total negative slack is 0 ns. Counting tap cells, the placed design contains a total of around 1.7k instances. The die is 167.7 um wide. Using the TritonRoute via totals, the vias-per-cell ratio works out to 5.798. Of the total power, registers draw 0.

The gate-level netlist out of Yosys references 77 unique cell types. The count of unresolved DRC violations after routing stands at 0. The total leakage power stands at around 4.9 nW. According to the dpl log, the detail-placed design has an HPWL of roughly 32000 um. The number of buffers inserted by post-CTS setup repair stands at 0. The count of instances resized after the clock tree is built stands at 0. The number of cells in the yosys synthesis report stands at roughly 1.1k. The routability congestion estimate from global placement stands at about 1. The slew at the pin closest to its max-slew limit stands at roughly 0.86 ns. The analysis attributes to net switching a power of between 200 and 300 uW.

The amount of wire on met3 after detailed routing stands at roughly 2800 um. The via count of the first global-routing pass stands at a little over 9k. The proportion of layout cells with a drive suffix above 1 stands at 0.1034. STA classifies the critical path startpoint as an input port.

Checking max transition, the worst relative margin is 0.4288. In the post-synthesis netlist, the biggest area contributors are sky130_fd_sc_hd__ha_1, sky130_fd_sc_hd__mux2i_1, sky130_fd_sc_hd__mux2_2, sky130_fd_sc_hd__a21oi_1, sky130_fd_sc_hd__a22o_1. The core region is about 27000 um^2.

For this block, wires on met1 add up to approximately 17000 um. The total non-filler cell area in the finished layout stands at between 10000 and 15000 um^2. The slack of the critical path stands at 6.855 ns. In the detailed route, the total length drawn on met2 is between 15000 and 20000 um. There are 0 flip-flops and latches. Across the run, the number of max-cap violations was 0. The clock buffers instantiated in the layout total 0. Static timing analysis puts the maximum clock frequency at roughly 66 MHz. Power spread over the standard cell area amounts to roughly 44 nW/um^2. The maximum number of pins on one net before global-route repair stands at approximately 44.

The area occupied by registers stands at 0 um^2. The switching share of power stands at 0.5274. Global routing finished with a remaining overflow of 0.

The final timing report derives a shortest allowable period of around 15 ns. Per the final report, max-transition violations number 0. For this block, the via count after detailed routing is between 9k and 10k. The number of fillers in the final layout stands at between 2k and 3k. For reference, the most critical setup path is categorized as in2out. The highest supply drop recorded on VDD is about 0.000014 V. The fraction of synthesized cell area taken by the top area cell type stands at 0.1488. The last timing report of the flow puts the setup violation total at 0. After detailed placement, the total cell area comes to 11230 um^2.

Endpoints failing hold in the final report were tallied at 0. STA puts the critical path data arrival time at 10.74 ns. STA classifies the critical path endpoint as an output port.

Logged for this run, the post-placement worst setup slack is approximately 6.8 ns. Per the synthesis report, the dominant area consumer among library cells is sky130_fd_sc_hd__ha_1. The floorplan utilization stands at 0.3057. The count of input and output buffers stands at 270. Pin placement for this block handled about 270 I/O pins. The proportion of power drawn by the clock network stands at 0. Per the OpenROAD floorplan log, the height of the die is roughly 170 um. Per Yosys stat, the portion of area used by sequential elements is 0. The total global routing track utilization stands at 0.2706. The netlist area before placement stands at 8239 um^2. Setup repair after global routing left no endpoint under its margin. The first TritonRoute pass finished after 5 iterations. The share of total power in combinational logic stands at 1.000.

The number of antenna violations at the first check in global routing stands at 0. The floorplan step defined a die boundary enclosing about 28000 um^2. The final critical-path share of the clock period stands at 0.6884. Antenna repair during routing inserted a diode count of 0. TritonRoute output was used to compute an average wire per cell of about 23 um. The number of instances in the synthesized netlist stands at 1136. The synthesized area divided by synthesized cell count stands at roughly 7.3 um^2. Cell internal power was estimated by the tool at between 200 and 250 uW.
[Yosys cell counts (13+ instances only)]
master / count
sky130_fd_sc_hd__a221o_1: 17
sky130_fd_sc_hd__clkbuf_1: 62
sky130_fd_sc_hd__mux2i_1: 92
sky130_fd_sc_hd__inv_1: 74
sky130_fd_sc_hd__nand3_1: 16
sky130_fd_sc_hd__a31oi_1: 19
sky130_fd_sc_hd__mux2_2: 71
sky130_fd_sc_hd__o22ai_1: 43
sky130_fd_sc_hd__a22oi_1: 20
sky130_fd_sc_hd__ha_1: 98
sky130_fd_sc_hd__a22o_1: 45
sky130_fd_sc_hd__nor2_1: 80
sky130_fd_sc_hd__buf_2: 17
sky130_fd_sc_hd__a21oi_1: 79
sky130_fd_sc_hd__xor2_1: 38
sky130_fd_sc_hd__nand2b_1: 13
sky130_fd_sc_hd__o21ai_0: 61
sky130_fd_sc_hd__o211ai_1: 15
sky130_fd_sc_hd__xnor2_1: 28
sky130_fd_sc_hd__nand2_1: 79
[worst paths after layout]
path / from / endpoint / slack, ns / cells after the start
hold / removal: aluSel_i[1] / result_o[0] / 10.07 / 6
setup / recovery: BSel_i[0] / result_o[0] / 6.86 / 21
[kinds of logic after synthesis]
logic type | Yosys count | synth area share
AND/OR/NAND/NOR | 257 | 0.1469
AND-OR/OR-AND | 369 | 0.3037
buffers and inverters | 168 | 0.08231
multiplexers | 177 | 0.2462
adder cells (fa/ha/maj) | 98 | 0.1488
XOR/XNOR | 67 | 0.07213
[cell usage in the layout (no fill, tap or decap), drive strengths merged, types with 5 or more instances in the layout]
| master | n |
|---|---|
| a21o | 9 |
| nand2 | 79 |
| o22ai | 43 |
| mux4 | 12 |
| a31oi | 19 |
| nand4 | 12 |
| mux2 | 72 |
| nor3 | 9 |
| nand3 | 16 |
| and3 | 8 |
| ha | 98 |
| a221o | 17 |
| nand2b | 13 |
| inv | 76 |
| a22oi | 20 |
| or2 | 6 |
| a22o | 45 |
| o211ai | 15 |
| o21a | 6 |
| xnor2 | 29 |
| o21ai | 65 |
| a21oi | 79 |
| mux2i | 93 |
| xor2 | 38 |
| nor4 | 12 |
| clkdlybuf4s50 | 267 |
| a311oi | 5 |
| buf | 33 |
| nor2 | 80 |
[through the flow]
step | util | hold WS [ns] | total power, mW
final | 0.4167 | 10.07 | 0.4984
after global routing | 0.4167 | 10.12 | 0.5363
after CTS | 0.4167 | 10.06 | 0.4953
after detailed placement | 0.4167 | 10.05 | 0.4931
after global placement | 0.4167 | 10.07 | 0.4931
after floorplan | - | 9.010 | 0.2602
[power by group through the flow]
stage,registers [mW],logic (mW),clock network [mW]
CTS,0,0.495,0
global route,0,0.536,0
finish,0,0.498,0
[critical path: stages]
cell,delay [ns]
sky130_fd_sc_hd__clkdlybuf4s50_1,0.45
sky130_fd_sc_hd__buf_4,0.35
sky130_fd_sc_hd__nor2_2,0.07
sky130_fd_sc_hd__buf_4,0.24
sky130_fd_sc_hd__a22o_1,0.26
sky130_fd_sc_hd__buf_4,0.22
sky130_fd_sc_hd__inv_2,0.07
sky130_fd_sc_hd__buf_4,0.46
sky130_fd_sc_hd__xnor2_1,0.13
sky130_fd_sc_hd__ha_1,0.40
sky130_fd_sc_hd__nand2_1,0.06
sky130_fd_sc_hd__a2111oi_0,0.61
sky130_fd_sc_hd__o2111ai_1,0.30
sky130_fd_sc_hd__nand3_1,0.25
sky130_fd_sc_hd__nand4_1,0.15
sky130_fd_sc_hd__o31ai_1,0.54
sky130_fd_sc_hd__a311oi_1,0.26
sky130_fd_sc_hd__xnor2_1,0.33
sky130_fd_sc_hd__or4b_1,0.53
sky130_fd_sc_hd__o21a_1,0.20
sky130_fd_sc_hd__clkdlybuf4s50_1,0.43
[final cells by class]
type / instances / area [um^2] / area share
multi-input cells: 968 / 7606 / 0.6772
repair buffers: 300 / 2913 / 0.2594
well taps: 341 / 426.7 / 0.03799
inverters: 76 / 285.3 / 0.02540
[layer usage]
layer | up-vias | GRT usage
met3 | 37 | 0.03563
li1 | 4691 | -
met4 | 0 | 0.05465
met1 | 4588 | 0.3855
met5 | - | 0
met2 | 453 | 0.4373
No activity file was given, so power comes from the tool's default toggle rates.
